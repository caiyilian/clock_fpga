`/design/flow/run.sh`:
```
#!/bin/bash
# OpenROAD 26Q1-2900-gdf79404cd8, Yosys 0.63+post, stock flow scripts
make -C /OpenROAD-flow-scripts/flow DESIGN_CONFIG=/design/flow/config.mk WORK_HOME=/design/flow/orfs finish
```
`/design/flow/constraint.sdc`:
```
current_design main

set clk_period 3.0
set clk_io_pct 0.2

create_clock -name clk0 -period $clk_period [get_ports {clk_50MHz}]

set non_clock_inputs [all_inputs -no_clocks]
set_input_delay [expr $clk_period * $clk_io_pct] -clock clk0 $non_clock_inputs
set_output_delay [expr $clk_period * $clk_io_pct] -clock clk0 [all_outputs]
```
`/design/flow/design.v`:
```
module display (
    output reg [6:0] decodeout,  
    input [3:0] indec           
);
always @(indec) begin
    case(indec)  
        4'd0: decodeout = 7'b1000000;  
        4'd1: decodeout = 7'b1111001;  
        4'd2: decodeout = 7'b0100100;  
        4'd3: decodeout = 7'b0110000;  
        4'd4: decodeout = 7'b0011001;  
        4'd5: decodeout = 7'b0010010;  
        4'd6: decodeout = 7'b0000010;  
        4'd7: decodeout = 7'b1111000;  
        4'd8: decodeout = 7'b0000000;  
        4'd9: decodeout = 7'b0011000;  
        default: decodeout=7'b1111111;  
    endcase
end
endmodule
module hour_counter (
    input wire clk,            
    input wire reset,          
    input wire min_carry,      
    input wire hour_add,        
    input wire hour_reduce,        
    output reg [3:0] hour_tens,  
    output reg [3:0] hour_ones   
);
    reg [4:0] hours;  
    reg min_carry_prev;
    reg hour_add_prev;
    reg hour_reduce_prev;
    always @(posedge clk or posedge reset) begin
        if (reset) begin
            hours <= 0;  
            min_carry_prev <= 0;
		  end else begin
			  if (min_carry == 1 && min_carry_prev == 0) begin  
					if (hours >= 23) begin
						 hours <= 0;  
					end else begin
						 hours <= hours + 1;  
					end
			  end else if (hour_add == 1 && hour_add_prev == 0) begin 
					if (hours == 23) begin
						 hours <= 0;  
					end else begin
						 hours <= hours + 1;  
					end
			  end else if (hour_reduce == 1 && hour_reduce_prev == 0) begin 
					if (hours == 0) hours <= 23; 
					else hours <= hours - 1; 
				end
			  min_carry_prev <= min_carry;
			  hour_add_prev <= hour_add;
			  hour_reduce_prev <= hour_reduce;
		  end
    end
    always @(hours) begin
        hour_tens = hours / 10;  
        hour_ones = hours % 10;  
    end
endmodule
module main (
    input wire clk_50MHz,  
    input wire reset,      
    input wire min_add,        
    input wire min_reduce,        
    input wire hour_add,        
    input wire hour_reduce,        
    output wire [6:0] sec_seg_tens,  
    output wire [6:0] sec_seg_ones,  
    output wire [6:0] min_seg_tens,  
    output wire [6:0] min_seg_ones,  
    output wire [6:0] hour_seg_tens,  
    output wire [6:0] hour_seg_ones,   
    output wire min_add_sig,  
    output wire min_reduce_sig,  
    output wire hour_add_sig,  
    output wire hour_reduce_sig  
);
    wire clk_1Hz;         
    wire [3:0] sec_tens;  
    wire [3:0] sec_ones;  
    wire sec_carry;       
    wire [3:0] min_tens;  
    wire [3:0] min_ones;  
    wire min_carry;       
    wire [3:0] hour_tens;  
    wire [3:0] hour_ones;  
    split split_inst (
        .clk(clk_50MHz),
        .reset(reset),
        .clk_out(clk_1Hz)
    );
    split_50ms split_50ms_inst (
        .clk(clk_50MHz),
        .reset(reset),
        .clk_out_50ms(clk_20Hz)
    );
    second_counter sec_counter_inst (
        .clk(clk_1Hz),
        .reset(reset),
        .sec_tens(sec_tens),
        .sec_ones(sec_ones),
        .sec_carry(sec_carry)
    );
    minute_counter min_counter_inst (
        .clk(clk_20Hz),
        .reset(reset),
        .sec_carry(sec_carry),
        .min_add(min_add),
        .min_reduce(min_reduce),
        .min_tens(min_tens),
        .min_ones(min_ones),
        .min_carry(min_carry)
    );
    hour_counter hour_counter_inst (
        .clk(clk_50MHz),
        .reset(reset),
        .min_carry(min_carry),
        .hour_add(hour_add),
        .hour_reduce(hour_reduce),
        .hour_tens(hour_tens),
        .hour_ones(hour_ones)
    );
    display sec_tens_display (
        .indec(sec_tens),
        .decodeout(sec_seg_tens)
    );
    display sec_ones_display (
        .indec(sec_ones),
        .decodeout(sec_seg_ones)
    );
    display min_tens_display (
        .indec(min_tens),
        .decodeout(min_seg_tens)
    );
    display min_ones_display (
        .indec(min_ones),
        .decodeout(min_seg_ones)
    );
    display hour_tens_display (
        .indec(hour_tens),
        .decodeout(hour_seg_tens)
    );
    display hour_ones_display (
        .indec(hour_ones),
        .decodeout(hour_seg_ones)
    );
    led min_add_btn_display (
        .btn(min_add),
        .led_sig(min_add_sig)
    );
    led min_reduce_btn_display (
        .btn(min_reduce),
        .led_sig(min_reduce_sig)
    );
    led hour_add_btn_display (
        .btn(hour_add),
        .led_sig(hour_add_sig)
    );
    led hour_reduce_btn_display (
        .btn(hour_reduce),
        .led_sig(hour_reduce_sig)
    );
endmodule
module minute_counter (
    input wire clk,            
    input wire reset,          
    input wire sec_carry,      
	  input wire min_add,        
	  input wire min_reduce,        
    output reg [3:0] min_tens,  
    output reg [3:0] min_ones,  
    output reg min_carry       
);
    reg [5:0] minutes;  
    reg sec_carry_prev;
	 reg min_add_prev;
	 reg min_reduce_prev;
    always @(posedge clk or posedge reset) begin
        if (reset) begin
            minutes <= 58;        
            min_carry <= 0;      
            sec_carry_prev <= 0;
        end else begin
            if ((sec_carry == 1) && (sec_carry_prev == 0)) begin
                if (minutes == 59) begin
                    minutes <= 0;     
                    min_carry <= 1;   
                end else begin
                    minutes <= minutes + 1;  
                    min_carry <= 0;          
                end
				end else if (min_add == 1 && min_add_prev == 0) begin
                if (minutes == 59) begin
                    minutes <= 0;     
                    min_carry <= 1;   
                end else begin
                    minutes <= minutes + 1;  
                    min_carry <= 0;          
                end
			   end else if (min_reduce == 1 && min_reduce_prev == 0) begin
					if (minutes == 0) minutes <= 59; 
					else minutes <= minutes - 1;
            end else begin
                min_carry <= 0;  
            end
            sec_carry_prev <= sec_carry;
				min_add_prev <= min_add;
				min_reduce_prev <= min_reduce;
        end
    end
    always @(minutes) begin
        min_tens = minutes / 10;  
        min_ones = minutes % 10;  
    end
endmodule
module led (
    input wire btn,        
    output reg led_sig  
);
	always @(btn) led_sig <= btn;
endmodule
module second_counter (
    input wire clk,        
    input wire reset,      
    output reg [3:0] sec_tens,  
    output reg [3:0] sec_ones,  
    output reg sec_carry   
);
    reg [5:0] seconds;  
    always @(posedge clk or posedge reset) begin
        if (reset) begin
            seconds <= 50;  
            sec_carry <= 0;  
        end else begin
            if (seconds == 59) begin
                seconds <= 0;  
                sec_carry <= 1;  
            end else begin
                seconds <= seconds + 1;  
                sec_carry <= 0;  
            end
        end
    end
    always @(seconds) begin
        sec_tens = seconds / 10;  
        sec_ones = seconds % 10;  
    end
endmodule
module split (
    input wire clk,        
    input wire reset,      
    output reg clk_out     
);
 reg [25:0] count;  
 parameter DIV = 50000000 / 2;  
 always @(posedge clk) begin
	  if (reset) begin
			count <= 0;        
			clk_out <= 0;      
	  end else begin
			count <= count + 1;  
			if (count >= DIV) begin
				 clk_out <= ~clk_out;  
				 count <= 0;           
			end
	  end
 end
endmodule
module split_50ms (
    input wire clk,        
    input wire reset,      
    output reg clk_out_50ms     
);
    reg [23:0] count_50ms;  
    parameter DIV_50MS = 2500000 / 2;  
    always @(posedge clk) begin
        if (reset) begin
            count_50ms <= 0;
            clk_out_50ms <= 0;
        end else begin
            count_50ms <= count_50ms + 1;
            if (count_50ms >= DIV_50MS) begin
                clk_out_50ms <= ~clk_out_50ms;
                count_50ms <= 0;
            end
        end
    end
endmodule
```
`/design/flow/config.mk`:
```
export PLATFORM = sky130hd
export DESIGN_NAME = main
export DESIGN_NICKNAME = main
export VERILOG_FILES = /design/flow/design.v
export SDC_FILE = /design/flow/constraint.sdc
export NUM_CORES = 4
export LEC_CHECK = 1
export CORE_UTILIZATION = 50
```
==> ci_impl_report.md <==
## PnR job results

| Metric | Value |
|---|---|
| Full die area | 0.0116 mm2 |
| Distinct lib cells used | 76 |
| Hold Fails Final Rpt | 0 |
| Hold Buf Count CTS | 0 |
| TritonCTS Buffers | 9 |
| Cell area after synthesis | 0.00557 mm2 |
| GP Congestion | 0.897 |
| Synthesis area per yosys | 0.00557 mm2 |
| Combinational share of power | 61.9% |
| Number of unconstrained endpoints | 48 |
| Crit path required time | 2400 ps |
| DRC | 0 |
| Placed cells | 871 |
| Init Core Util | 51.4% |
| Post-synth EDFFs | 4 |
| Crit path buffers/inverters | 4 |
| R2r endpoint | split_50ms_inst.count_50ms[20] |
| Final Cycle Share | 109% |
| P&R area growth vs syn | 21.2% |
| Tmin final | 3270 ps |
| Wire per inst | 12.1 um |
| Routed vias | 4807 |
| Hold EP | split_inst.count[0] |
| CTS tree | yes |
| DRT iter0 DRCs | 205 |
| Mux frac, synth | 3.69% |
| Crit path DAT | 2670 ps |
| MI comb area | 0.00369 mm2 |
| Final Util | 62.2% |
| Post-Synth XOR/XNOR Area | 8.50% |
| Adder Area Share | 10.5% |
| Die width | 108 um |
| Sequential area share after synthesis | 30.5% |
| Post-Route WL | 11000 um |
| Dominant cell area share | 18.7% |
| Core area | 0.0108 mm2 |
| Max Clock Freq | 305 MHz |
| VDD IR-drop max | 0.634 mV |
| Critical path's top delay family | adder cells |
| DP Area | 0.00624 mm2 |
| CP max stage cell | dfrtp_1 |
| Largest net degree at the start of global routing | 27 |
| Clock Latency Late Sink | 340 ps |
| Area leader, netlist | dfxtp_1 |
| Fin cells | 909 |
| Clock power share | 17.8% |
| Reg2Reg Setup Slack | 550 ps |
| Status | finished, violations left |
| FILL cells | 901 |
| Pre-antenna DRT Iters | 5 |
| Biggest area cells | dfxtp_1 (19%), ha_1 (10%), nor2_1 (7.7%) |
| Setup TNS | -1600 ps |
| Launch point of the worst hold path | split_inst.count[0] |
| Flip-flop and latch area | 0.00170 mm2 |
| Min-delay worst type | reg2reg |
| Commonest cells post-synth | nor2_1 (114), nand2_1 (53), dfxtp_1 (52), ha_1 (46), a21oi_1 (43) |
| Int Power | 0.00299 W |
| Worst Max-Slew Pin Slew | 676 ps |
| Via density | 5.29 |
| P_leak | 2.69 nW |
| Top Ports | 52 |
| Total track usage | 20.4% |
| Port buffer count | 50 |
| Standard-cell rows | 38 |
| Ant diodes | 0 |
| Syn_area_per_cell | 8.04 um2 |
| Clock slew at reported path FFs | 70 ps |
| Setup WS post-layout | -275 ps |
| Syn. warnings | 8 |
| Failing checks | setup timing |
| Remaining antenna violation count after routing | 0 |
| Synth flops | 77 |
| Detailed placement HPWL | 7750 um |
| Max-cap violations | 0 |
| CP Cell Sequence | ha_2, or2_0, maj3_2, a22o_4, xnor2_4, inv_2, buf_6, buf_6, ha_4, mux2i_1, a21oi_1, buf_2 |
| RSZ-0062 raised after global routing | yes |
| Root Buffer | clkbuf_8 |
| Sequential Power Share | 20.3% |
| Post-Syn Instances | 692 |
| Crit-path most repeated cell | buf_6 |
| Total Power | 0.00454 W |
| CP Capture Type | primary output |
| Psw | 0.00155 W |
| Max stage delay on crit path | 380 ps |
| Reg2reg path depth | 7 |
| Design area | 0.00674 mm2 |
| Async set-reset flop share out of synthesis | 27.3% |
| CP Max Fanout | 3 |
| Most used DFF post-synth | dfxtp_1 |
| Maximum clock insertion buffer count | 2 |
| Aoi share | 17.5% |
| Initial antenna violation count | 0 |
| Tool Warnings | 61 |
| Worst Skew | 16.0 ps |
| Register pins left without a clock | 17 |
| R2r startpoint | split_50ms_inst.count_50ms[5] |
| WHS Path Cells | 1 |
| Vias in the first global route | 4308 |
| Rel. slew slack | 54.9% |
| Synth Area in Simple Gates | 23.4% |
| Htree depth | 3 |
| Crit Path Class | reg2out |
| Fraction of layout cells with a size suffix above 1 | 15.1% |
| # setup viols final | 7 |
| Slew Limit Fails | 0 |
| Pwr Density | 673 mW/mm2 |
| Ys cells | 692 |
| First-pass GRT wire length | 19100 um |
| Grt total ovfl | 0 |
| Sw Ratio | 34.2% |
| Count leader, synth | nor2_1 |
| Die Y | 108 um |
| Top logic family | simple AND/OR/NAND/NOR gates |
| CP startpoint kind | flip-flop |
[metrics by stage]
| step | setup WS (ps) | hold slack (ps) |
|---|---|---|
| after floorplan | 57.5 | 430 |
| after global routing | -385 | 495 |
| after global placement | -264 | 441 |
| final | -275 | 463 |
| after detailed placement | -304 | 450 |
| after CTS | -291 | 469 |
[worst max path at each step]
| stage | startpoint | endpoint | slack (ps) | cells past startpoint |
|---|---|---|---|---|
| CTS | hour_counter_inst.hours[0] | hour_seg_ones[0] | -290 | 13 |
| global route | hour_counter_inst.hours[0] | hour_seg_ones[0] | -380 | 13 |
| finish | hour_counter_inst.hours[1] | hour_seg_ones[0] | -270 | 12 |
[flip-flops by register name, summed over array words and instances (netlist names)]
| signal | count |
|---|---|
| split_inst.count | 26 |
| split_50ms_inst.count_50ms | 24 |
| min_counter_inst.minutes | 6 |
| sec_counter_inst.seconds | 6 |
| hour_counter_inst.hours | 5 |
| hour_counter_inst.hour_add_prev | 1 |
| hour_counter_inst.hour_reduce_prev | 1 |
| hour_counter_inst.min_carry_prev | 1 |
| min_counter_inst.min_add_prev | 1 |
| min_counter_inst.min_carry | 1 |
| min_counter_inst.min_reduce_prev | 1 |
| min_counter_inst.sec_carry_prev | 1 |
| sec_counter_inst.sec_carry | 1 |
| split_50ms_inst.clk_out_50ms | 1 |
| split_inst.clk_out | 1 |
[worst register-to-register path, delay by kind of cell (launching register included)]
kind	cells	cell delay, ps
AOI/OAI and AO/OA	4	1220
DFF	1	350
and+or+nand+nor	3	800
[power groups by stage]
stage	sequential, W	combinational (W)	clock (W)
after CTS	0.000922	0.00260	0.000824
after global routing	0.000931	0.00304	0.000863
final	0.000921	0.00281	0.000807
[cell usage in the layout (no fill, tap or decap), drive strengths merged, types with 3 or more instances in the layout]
master / instances
nor2: 114
nand2: 54
dfxtp: 52
buf: 52
ha: 46
a21oi: 44
inv: 39
clkdlybuf4s50: 38
o21ai: 37
xnor2: 31
nand3: 23
xor2: 23
nor3: 19
nand2b: 15
dfrtp: 14
mux2i: 12
nor2b: 9
clkbuf: 9
nand4: 8
o22ai: 7
dfstp: 7
and3: 6
and2: 6
a31oi: 5
and4: 5
conb: 5
nor3b: 5
a22o: 5
mux2: 5
clkinv: 5
o211ai: 4
edfxtp: 4
or2: 4
a211oi: 4
a221oi: 3
o21a: 3
o211a: 3
a31o: 3
[logic make-up after synthesis]
logic type	after synthesis
other	1
multiplexers	17
XOR/XNOR	54
adder cells (fa/ha/maj)	47
AND-OR/OR-AND	145
buffers and inverters	75
AND/OR/NAND/NOR	276
flip-flops	77
[final cells by class]
cell class / instances / share of cell area [%]
Multi-Input combinational cell: 544 / 54.8
Sequential cell: 77 / 25.2
Timing Repair Buffer: 92 / 11.9
Tap cell: 140 / 2.60
Inverter: 40 / 2.23
Clock buffer: 9 / 1.84
Clock inverter: 7 / 1.47
[layer usage]
layer | routed length (um) | track usage (%)
met4 | 89 | 1.86
met2 | 4990 | 32.3
met5 | 0 | 0
met1 | 5600 | 31.8
met3 | 349 | 2.72
[timing repair]
action | CTS | global route
pin swaps | 15 | 9
resized | 61 | 8
buffers inserted | 21 | 3
setup endpoints to repair | 11 | 12
Power is estimated from default activity; no workload was simulated.
